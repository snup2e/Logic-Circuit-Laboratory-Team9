**design.v**
```verilog
`timescale 1ns / 1ps
module memory (
    input  clk,
    input  rst_memory,    
    input  [7:0]  PE_result,       
    input         C11_PE, C12_PE,  
    input         C21_PE, C22_PE,  
    input  [7:0]  SA3_result,    
    input         C11_3by3, C12_3by3,  
    input         C21_3by3, C22_3by3,  
    input  [7:0]  SA2_result,   
    input         C11_2by2, C12_2by2,  
    input         C21_2by2, C22_2by2,  
    output reg [7:0]   a11, a12, a13, a14,
    output reg [7:0]   a21, a22, a23, a24,
    output reg [7:0]   a31, a32, a33, a34,
    output reg [7:0]   a41, a42, a43, a44,
    output reg [7:0]   b11, b12, b13,
    output reg [7:0]   b21, b22, b23,
    output reg [7:0]   b31, b32, b33,
    output reg [7:0]   mem_C11_PE, mem_C12_PE,
    output reg [7:0]   mem_C21_PE, mem_C22_PE,
    output reg [7:0]   mem_C11_3by3, mem_C12_3by3,
    output reg [7:0]   mem_C21_3by3, mem_C22_3by3,
    output reg [7:0]   mem_C11_2by2, mem_C12_2by2,
    output reg [7:0]   mem_C21_2by2, mem_C22_2by2
);
    localparam [7:0]
        IMG11 = 8'd1, IMG12 = 8'd2, IMG13 = 8'd3, IMG14 = 8'd4,
        IMG21 = 8'd5, IMG22 = 8'd6, IMG23 = 8'd7, IMG24 = 8'd8,
        IMG31 = 8'd9, IMG32 = 8'd10, IMG33 = 8'd11, IMG34 = 8'd12,
        IMG41 = 8'd13, IMG42 = 8'd14, IMG43 = 8'd15, IMG44 = 8'd16;
    localparam [7:0]
        FIL11 = 8'd1,  FIL12 = 8'd2,  FIL13 = 8'd3,
        FIL21 = 8'd4,  FIL22 = 8'd5,  FIL23 = 8'd6,
        FIL31 = 8'd7,  FIL32 = 8'd8,  FIL33 = 8'd9;
    always @(posedge clk) 
    begin
        if (rst_memory) 
        begin
            a11 <= IMG11; a12 <= IMG12; a13 <= IMG13; a14 <= IMG14;
            a21 <= IMG21; a22 <= IMG22; a23 <= IMG23; a24 <= IMG24;
            a31 <= IMG31; a32 <= IMG32; a33 <= IMG33; a34 <= IMG34;
            a41 <= IMG41; a42 <= IMG42; a43 <= IMG43; a44 <= IMG44;
            b11 <= FIL11; b12 <= FIL12; b13 <= FIL13;
            b21 <= FIL21; b22 <= FIL22; b23 <= FIL23;
            b31 <= FIL31; b32 <= FIL32; b33 <= FIL33;
            mem_C11_PE    <= 0;  mem_C12_PE    <= 0;
            mem_C21_PE    <= 0;  mem_C22_PE    <= 0;
            mem_C11_3by3  <= 0;  mem_C12_3by3  <= 0;
            mem_C21_3by3  <= 0;  mem_C22_3by3  <= 0;
            mem_C11_2by2  <= 0;  mem_C12_2by2  <= 0;
            mem_C21_2by2  <= 0;  mem_C22_2by2  <= 0;
        end
        else
        begin
            if (C11_PE)   mem_C11_PE   <= PE_result;
            if (C12_PE)   mem_C12_PE   <= PE_result;
            if (C21_PE)   mem_C21_PE   <= PE_result;
            if (C22_PE)   mem_C22_PE   <= PE_result;
            if (C11_3by3) mem_C11_3by3 <= SA3_result;
            if (C12_3by3) mem_C12_3by3 <= SA3_result;
            if (C21_3by3) mem_C21_3by3 <= SA3_result;
            if (C22_3by3) mem_C22_3by3 <= SA3_result;
            if (C11_2by2) mem_C11_2by2 <= SA2_result;
            if (C12_2by2) mem_C12_2by2 <= SA2_result;
            if (C21_2by2) mem_C21_2by2 <= SA2_result;
            if (C22_2by2) mem_C22_2by2 <= SA2_result;
        end
    end
endmodule
```
**run.sh**
```bash
#!/bin/bash
# OpenROAD 26Q1-2900-gdf79404cd8, Yosys 0.63+post, stock flow scripts
make -C /OpenROAD-flow-scripts/flow DESIGN_CONFIG=/design/flow/config.mk WORK_HOME=/design/flow/orfs finish
```
**config.mk**
```make
export PLATFORM = sky130hd
export DESIGN_NAME = memory
export DESIGN_NICKNAME = memory
export VERILOG_FILES = /design/flow/design.v
export SDC_FILE = /design/flow/constraint.sdc
export NUM_CORES = 4
export LEC_CHECK = 1
export CORE_AREA = 10 10 191 191
export DIE_AREA = 0 0 201 201
```
**constraint.sdc**
```tcl
current_design memory

set clk_period 1.0
set clk_io_pct 0.2

create_clock -name clk0 -period $clk_period [get_ports {clk}]

set non_clock_inputs [all_inputs -no_clocks]
set_input_delay [expr $clk_period * $clk_io_pct] -clock clk0 $non_clock_inputs
set_output_delay [expr $clk_period * $clk_io_pct] -clock clk0 [all_outputs]
```
==> impl_metrics.tcl <==
# implementation run metrics
set metrics [dict create \
    ys_warn_count 1 \
    path_class "reg -> out" \
    regArea_um2 2040 \
    die_h_um 201 \
    rsz0062_at_grt "true" \
    row_count 66 \
    hpwl_um 11700 \
    wl_per_cell_um 13.3 \
    reg2reg_to "mem_C12_2by2[2]" \
    p_per_area_nw_per_um2 1380 \
    edf_count 0 \
    regToRegStartpoint "mem_C12_2by2[2]" \
    setup_viol 2 \
    warnings 27 \
    cp.buffers_inverters 1 \
    finish.utilization_pct 19.5 \
    yosysUniqueCellTypes 9 \
    syn_area_um2 5010 \
    hold_viol 0 \
    cap_violations 0 \
    reg2regPathDepth 4 \
    postSynth.asyncResetShare_pct 0 \
    drive_gt1_share_pct 36.8 \
    worstSetupStartpointType "flop" \
    vias 3173 \
    grt_max_degree 41 \
    yosys.area.top_type "dfxtp_1" \
    critPathSlowestCell "dfxtp_2" \
    fin_crit_ns 1.00 \
    ios 334 \
    dieWidth_um 201 \
    grt_pass1_vias 3389 \
    top_cell "buf_4" \
    crit_required_ns 0.80 \
    ys_top_cells_by_area "dfxtp_1, buf_4, mux2i_1" \
    drt_iter0_drc 82 \
    common_cells "buf_4, dfxtp_1, mux2i_1" \
    grt_overflow 0 \
    synth_cells 513 \
    worstSetupEndpointType "output pin" \
    grt_pass1_wl_um 21300 \
    wl_um 14700 \
    violations "setup timing" \
    postSynthRegisterBits 96 \
    status "finished with violations" \
    finalMaxSlewViolations 0 \
    regToRegSetupSlack_ns 0.16 \
    gp_congestion 0.763 \
    first_pass_iters 4 \
    io_buffers 133 \
    yosys_area_um2 5010 \
    cp_max_fo 2 \
    holdWs_ns 0.271 \
    placed_area_um2 6270 \
    coreArea_um2 32500 \
    crit_end "mem_C12_2by2[4]" \
    cts_tree "done" \
    clk_latency_ns 0.35 \
    grtUsageTotal_pct 6.94 \
    n_fill_cell 3599 \
    worst-endpoint-arrival_ns 0.80 \
    clk_pin_slew_ns 0.07 \
    max_stage_delay_ns 0.33 \
    n_antenna_cell 0 \
    dieArea_um2 40400 \
    cts_max_path_buffers 2 \
    htree_levels 3 \
    top_area_share_pct 38.3 \
    finalClockSkew_ns 0 \
    drc 0 \
    clkSinkCount 96 \
    cts_root_buffer "clkbuf_16" \
    fp_util_pct 15.4 \
    setup_slack_ns -0.00182 \
    antenna_found_initial 0 \
    crit_family "flip-flops" \
    ant_nets 0 \
    ir_worst_vdd_mv 0.709 \
    min_path_type "in -> reg" \
    power.total_uw 8750 \
    p_leak_uw 0.00319 \
    area.growth.synth_to_final_pct 26.1 \
    ys_seq_share_pct 38.3 \
    path_depth 1 \
    finalClockPeriodUsage_pct 100 \
    critical_path.cell_chain "buf_6" \
    routed_via_density 2.87 \
    cts_buffers 9 \
    combGateArea_um2 2150 \
    ys_cells 513 \
    crit_start "mem_C12_2by2[4]" \
    fin_area_um2 6320 \
    avgSynthCellArea_um2 9.77 \
    max_freq_ghz 0.998 \
    flop_cell "dfxtp_1" \
]
## layout by cell type (no fill, tap or decap)
cell type        netlist  layout
clkinv_4               0       1
nor2_4                10      10
mux2i_1               96      96
conb_1                 2     200
nor2_1                86      86
inv_6                  0       1
clkbuf_1               0       1
clkbuf_8               0       1
clkdlybuf4s50_1        0      36
clkbuf_16              0       9
clkinv_2               0       1
dfxtp_2                0      96
buf_12                 0      13
clkinvlp_4             0       1
buf_6                  5      15
buf_4                212      15
buf_2                  5      81
## through the flow
step	cells	setup TNS, ns	worst slack (ns)
global placement	1084	-22.59	-0.297
CTS	1100	-1.87	-0.0477
global route	1105	-2.80	-0.0622
floorplan	711	0	0.215
finish	1105	-0.00195	-0.00182
detailed placement	1084	-23.63	-0.306
## cells by family (layout without fill, tap and decap cells)
family        count (synthesis)  in the layout  share of synthesized area [%]
mux                          96             96                           19.2
other cells                   2            200                          0.150
simple gates                 96             96                           8.68
buf+inv                     223            175                           33.7
flops                        96             96                           38.3
## power breakdown
group          internal (uW)  switching [uW]  leakage, uW  total [uW]
logic                    679             566      0.00223        1240
clock network           1750            1550     0.000132        3300
registers               4100             108     0.000826        4200
## metal layers
layer | track usage (%) | part of all wire [%]
met5 | 0 | 0
met4 | 0.893 | 1.3
met2 | 10.9 | 46
met1 | 9.26 | 46
met3 | 2.40 | 6.9
## worst min path at each step
stage              start               to  cells after the start
CTS           rst_memory  mem_C11_2by2[7]                      3
global route  rst_memory  mem_C11_2by2[7]                      3
finish        rst_memory  mem_C11_2by2[7]                      3
## area by class of cell
class,count,area share (%)
Clock inverter,4,0.475
Clock buffer,11,3.84
Timing Repair Buffer,160,20.7
Multi-Input combinational cell,392,34.0
Tap cell,442,8.75
Sequential cell,96,32.3
## timing repair
| action | CTS | global route |
|---|---|---|
| cloned | 0 | 0 |
| setup buffers | 1 | 5 |
| resized | 425 | 4 |
| hold buffers | 0 | 0 |
| endpoints found under the setup margin | 96 | 96 |
Power figures rest on the tool's default switching activity, not on a simulated workload.
