==> ./design.v <==
`timescale 1ns / 1ps
module BCD_to_7seg(
        input [3:0] in,
        output reg [7:0] seg_data
    );
    always @(*) begin
        case (in) 
            4'b0001 : seg_data <= 8'b0110_0000;
            4'b0010 : seg_data <= 8'b1101_1010;
            4'b0011 : seg_data <= 8'b1111_0010;
            4'b0100 : seg_data <= 8'b0110_0110;
            4'b0101 : seg_data <= 8'b1011_0110;
            4'b0110 : seg_data <= 8'b0011_1110;
            4'b0111 : seg_data <= 8'b1110_0000;
            4'b1000 : seg_data <= 8'b1111_1110;
            4'b1001 : seg_data <= 8'b1110_0110;
            4'b0000 : seg_data <= 8'b1111_1100;
            default : seg_data <= 0;
            endcase
    end
endmodule
`timescale 1ns / 1ps
module Binary_to_BCD (
    input [7:0] Bin,
    output [3:0] out_3,
    output [3:0] out_2,
    output [3:0] out_1
);
    reg [12:1] BCD;
    reg [7:0] temp;
    integer i;
    always @(*) begin
        BCD = 0;
        temp = Bin;
        for (i = 0; i < 8; i = i + 1) begin
            if (BCD[12:9] > 4) BCD[12:9] = BCD[12:9] + 3;
            if (BCD[8:5]  > 4) BCD[8:5]  = BCD[8:5]  + 3;
            if (BCD[4:1]  > 4) BCD[4:1]  = BCD[4:1]  + 3;
            BCD = BCD << 1;
            BCD[1] = temp[7];
            temp = temp << 1;
        end
    end
    assign out_3 = BCD[12:9]; 
    assign out_2 = BCD[8:5];  
    assign out_1 = BCD[4:1];  
endmodule
`timescale 1ns / 1ps
module Display_Top_module(
        input clk,
        input reset,
        input start_d,
        input [7:0] C_11_2x2, C_12_2x2, C_21_2x2, C_22_2x2,C_11_3x3,C_12_3x3,C_21_3x3,C_22_3x3,
        output [7:0] LED_out,
        output [7:0] Anode_activate
    );
    wire [7:0] convolution;
    disp_show_module disp_show (.clk(clk), .reset(reset),.convolution(convolution), .digit(Anode_activate), .seg_data(LED_out));
    disp_cont_module disp_control (.clk(clk), .reset(reset), .start_d(start_d), .num_A(C_11_2x2), .num_B(C_12_2x2), .num_C(C_21_2x2), .num_D(C_22_2x2), .num_E(C_11_3x3), .num_F(C_12_3x3), .num_G(C_21_3x3), .num_H(C_22_3x3), .convolution(convolution));
endmodule
`timescale 1ns / 1ps
module disp_show_module(
        input clk,
        input reset,
        input [7:0] convolution,
        output [7:0] digit,
        output [7:0] seg_data
);
        wire [3:0] out_100,out_10,out_1;
        Binary_to_BCD Binary_to_BCD (.Bin(convolution), .out_3(out_100), .out_2(out_10), .out_1(out_1));
        wire [7:0] seg_100,seg_10,seg_1;
        BCD_to_7seg out_Hundred (.in(out_100) ,.seg_data(seg_100));
        BCD_to_7seg out_ten (.in(out_10) ,.seg_data(seg_10));
        BCD_to_7seg out_one (.in(out_1) ,.seg_data(seg_1));
        seg_cont seg_control (.clk(clk), .reset(reset), .seg_100(seg_100), .seg_10(seg_10), .seg_1(seg_1), .digit(digit), .seg_data(seg_data));
endmodule
`timescale 1ns / 1ps
module disp_cont_module(
    input clk,
    input reset,
    input start_d,
    input [7:0] num_A,num_B,num_C,num_D,num_E,num_F,num_G,num_H,
    output reg [7:0] convolution,
    output reg next
);
    parameter S0=0, S1=1, S2=2, S3=3, S4=4, S5=5, S6=6, S7=7, S8=8;
    reg [31:0] cnt_clk;
    reg tick_1s;
    reg [3:0] state;
    reg [3:0] next_state;
    always @(posedge clk or negedge reset) begin
        if (!reset) begin
            cnt_clk <= 0;
            tick_1s <= 0;
        end else if (state != S0) begin
            if(cnt_clk==199) begin
                cnt_clk <= 0;
                tick_1s <= 1;
            end else begin
                cnt_clk <= cnt_clk + 1;
                tick_1s <= 0;
            end
        end else begin
            cnt_clk <= 0;
            tick_1s <= 0;
        end
    end
    always @(posedge clk or negedge reset) begin
        if (!reset) state <= S0;
        else state <= next_state;
    end
    always @(*) begin
        case(state)
            S0: if (start_d) next_state = S1; else next_state = S0;
            S1: if (tick_1s) next_state = S2; else next_state = S1;
            S2: if (tick_1s) next_state = S3; else next_state = S2;
            S3: if (tick_1s) next_state = S4; else next_state = S3;
            S4: if (tick_1s) next_state = S5; else next_state = S4;
            S5: if (tick_1s) next_state = S6; else next_state = S5;
            S6: if (tick_1s) next_state = S7; else next_state = S6;
            S7: if (tick_1s) next_state = S8; else next_state = S7;
            S8: if (tick_1s) next_state = S8; else next_state = S8;
            default: next_state = S0;
        endcase
    end
    always @(*) begin
        case(state)
            S1: convolution = num_A;
            S2: convolution = num_B;
            S3: convolution = num_C;
            S4: convolution = num_D;
            S5: convolution = num_E;
            S6: convolution = num_F;
            S7: convolution = num_G;
            S8: convolution = num_H;
            default: convolution = 8'b00000000;
        endcase
    end
endmodule
`timescale 1ns / 1ps
module seg_cont(
        input clk,
        input reset,
        input [7:0] seg_100,seg_10,seg_1,
        output reg [7:0] digit,
        output reg [7:0] seg_data
    );
    reg [31:0] count;
    reg clk_500hz;
    always @(posedge clk or negedge reset) begin
        if(!reset) begin count<=0;
                        clk_500hz<=0;
                   end
        else begin
              if(count==5) begin clk_500hz<=~clk_500hz;
                                      count <=0;
                                end
            else count <= count+1;
        end
    end
    always @(posedge clk_500hz or negedge reset) begin
        if(!reset) digit <=8'b1000_0000;
        else begin
            digit <= {digit[0],digit[7:1]};
        end
    end
    always @(*) begin
        case (digit)
        8'b0000_0001 : seg_data <= seg_1;
        8'b0000_0010 : seg_data <= seg_10;
        8'b0000_0100 : seg_data <= seg_100;
        8'b0000_1000 : seg_data <= 0;
        8'b0001_0000 : seg_data <= 0;
        8'b0010_0000 : seg_data <= 0;
        8'b0100_0000 : seg_data <= 0;
        8'b1000_0000 : seg_data <= 0;
        default : seg_data <=0;
        endcase
    end
endmodule
==> ./run.sh <==
#!/bin/bash
# OpenROAD 26Q1-2900-gdf79404cd8, Yosys 0.63+post, stock flow scripts
make -C /OpenROAD-flow-scripts/flow DESIGN_CONFIG=/design/flow/config.mk WORK_HOME=/design/flow/orfs finish
==> ./config.mk <==
export PLATFORM = sky130hd
export DESIGN_NAME = Display_Top_module
export DESIGN_NICKNAME = Display_Top_module
export VERILOG_FILES = /design/flow/design.v
export SDC_FILE = /design/flow/constraint.sdc
export NUM_CORES = 4
export LEC_CHECK = 1
export CORE_UTILIZATION = 50
==> ./constraint.sdc <==
current_design Display_Top_module

set clk_period 6.9
set clk_io_pct 0.2

create_clock -name clk0 -period $clk_period [get_ports {clk}]

set non_clock_inputs [all_inputs -no_clocks]
set_input_delay [expr $clk_period * $clk_io_pct] -clock clk0 $non_clock_inputs
set_output_delay [expr $clk_period * $clk_io_pct] -clock clk0 [all_outputs]
==> results.json <==
{
  "status": "finished, violations left",
  "violations": "setup timing",
  "clkLatencyLatePin_ps": 320,
  "total_power_w": 0.00175,
  "cpPeakStageDelay_ps": 340,
  "diodes": 0,
  "ir_drop_v": 0.000232,
  "cts_max_level": 3,
  "path_clk_slew_ps": 50,
  "final_cells": 973,
  "simple_gate_share": 0.261,
  "p_sw_frac": 0.331,
  "max_freq_ghz": 0.123,
  "ys.flop_type": "dfrtp_1",
  "p_per_area_mw_per_mm2": 211,
  "period_needed_ps": 8110,
  "fin_util": 0.757,
  "drtIter0Drc": 194,
  "power.share.clock": 0.233,
  "layout-drive-gt1-share": 0.328,
  "track_usage": 0.260,
  "num_io_pins": 83,
  "hold_buffers": 0,
  "core_util_floorplan": 0.521,
  "min_path_type": "register to register",
  "ys_types": 94,
  "criticalPathCategory": "input port to output pin",
  "crit_fanout": 4,
  "dp_hpwl_um": 10200,
  "warnings": 40,
  "drtPass1Iterations": 5,
  "synthesis.area_mm2": 0.00572,
  "rsz0062_at_grt": "yes",
  "p_leak_nw": 3.74,
  "ys_seq_share": 0.342,
  "antenna_found_initial": 0,
  "synthArstFlopShare": 1.00,
  "largest_area_cell": "dfrtp_1",
  "drv_slew": 0,
  "period_used_share": 1.18,
  "ys_sh_xor": 0.104,
  "synthTopLogicFamily": "simple AND/OR/NAND/NOR gates",
  "vias_per_cell": 5.60,
  "drc": 0,
  "fin_worst_skew_ps": 2.78,
  "crit_path_end_kind": "output pin",
  "die_area_mm2": 0.0119,
  "cp_slowest_cell": "or3_1",
  "clockBufferDepth": 2,
  "cts_tree": "done",
  "unclocked_pins": 8,
  "cp_data_arrival_time_ps": 6730,
  "vias": 5447,
  "ant_nets": 0,
  "n_fill_cell": 708,
  "synthDominantCellAreaShare": 0.337,
  "grt_max_degree": 57,
  "p_comb_frac": 0.508,
  "ys_area_mm2": 0.00572,
  "path_buffers": 10,
  "ys_warn_count": 4,
  "area_growth_pct": 45.4,
  "power.switching_w": 0.000581,
  "routedWlPerCell_um": 14.7,
  "grt_overflow": 0,
  "slew-limit-headroom": 0.372,
  "critPathLaunchType": "input port",
  "place_congestion": 0.891,
  "synth.area.mux_share": 0.0558,
  "ys_cells": 625,
  "dpl.cell_count": 922,
  "core_mm2": 0.0110,
  "synthAdderAreaFrac": 0.0459,
  "syn_area_per_cell_um2": 9.15,
  "placement.setup.worst_slack_ps": -1730,
  "power.internal_w": 0.00117,
  "die_height_um": 109,
  "cp_top_family": "AND-OR/OR-AND gates",
  "grt_pass1_wl_um": 24000,
  "io_buffers": 81,
  "p_seq_frac": 0.259,
  "die-width_um": 109,
  "untimed_endpoints": 16,
  "numCtsBuffers": 9,
  "ys.flops": 78,
  "aoi_share": 0.155,
  "setup_viol": 7,
  "layout_top_cell": "buf_4",
  "setup_ws_ps": -1210,
  "worstMarginPinSlew_ps": 932,
  "synth-edff-count": 0,
  "row_count": 38,
  "top_cells_by_area": "dfrtp_1 34%, xnor2_1 5.7%, xor2_1 4.7%, ha_1 4.6%, nor2_1 4.3%",
  "layout_top_cells": "127 x buf_4, 77 x dfrtp_1, 62 x nor2_1, 51 x clkdlybuf4s50_1, 43 x nand2_1",
  "cp.required_ps": 5520,
  "ctsRootBufferMaster": "clkbuf_16",
  "cap_violations": 0,
  "hold_viol_final": 0,
  "drt_wl_total_um": 14300,
  "grt_pass1_vias": 5250,
  "synthCells": 625
}
[final timing paths]
path                                                  from                              end  slack, ps  cells past startpoint
min in group asynchronous                            reset          disp_control.cnt_clk[1]        930                      1
max in group asynchronous                            reset         disp_control.cnt_clk[20]       5010                      2
setup reg to reg            disp_show.seg_control.count[6]  disp_show.seg_control.count[31]       3940                     11
hold / removal             disp_show.seg_control.count[31]  disp_show.seg_control.count[31]        480                      1
setup / recovery                               C_11_2x2[5]                       LED_out[4]      -1210                     33
hold reg to reg            disp_show.seg_control.count[31]  disp_show.seg_control.count[31]        480                      1
[per-stage QoR]
stage | cell area (µm²) | TNS (ps) | hold WS (ps)
after floorplan | 5880 | -6760 | 447
after global placement | 7490 | -11110 | 470
after detailed placement | 7490 | -11330 | 464
after CTS | 8170 | -6850 | 480
after global routing | 8320 | -9660 | 515
final | 8320 | -7500 | 477
[kinds of logic after synthesis]
logic type	after synthesis
mux	25
buf+inv	48
flops	78
xor+xnor	68
fa+ha+maj	21
other cells	1
compound gates	115
simple gates	269
[synthesized netlist by cell type, drive strengths merged, types with 5 or more instances]
| cell type | instances |
|---|---|
| dfrtp | 77 |
| nor2 | 67 |
| nand2 | 45 |
| xnor2 | 37 |
| nand3 | 35 |
| xor2 | 31 |
| ha | 21 |
| inv | 21 |
| o21ai | 20 |
| and3 | 19 |
| nand4 | 18 |
| a21oi | 17 |
| clkbuf | 14 |
| nor4 | 14 |
| buf | 13 |
| mux2 | 13 |
| mux2i | 10 |
| nor2b | 10 |
| nor3 | 9 |
| a211oi | 8 |
| and4 | 8 |
| a22oi | 7 |
| nand3b | 7 |
| o211ai | 7 |
| and2 | 5 |
| and3b | 5 |
| nor3b | 5 |
| or3 | 5 |
[flip-flops by register name (all words and copies together) (netlist names)]
signal,count
disp_control.state,4
disp_control.tick_1s,1
disp_show.seg_control.count,32
disp_control.cnt_clk,32
disp_show.seg_control.clk_500hz,1
disp_show.seg_control.digit,8
[worst reg2reg max path, cell delays in order (launching register included)]
cell     delay [ps]
dfrtp_1         420
and3_1          220
and3_1          190
and2_1          200
and4_1          290
and4_1          280
and4_1          270
and4_1          270
and4_1          250
and3_1          200
nand4_1         120
xnor2_1         150
[area by class of cell]
| class | count | area, µm² | share of cell area |
|---|---|---|---|
| clock buffers | 14 | 264 | 0.0317 |
| flip-flops and latches | 78 | 1950 | 0.235 |
| multi-input cells | 499 | 4010 | 0.482 |
| inverters | 21 | 83.8 | 0.0101 |
| well taps | 140 | 175 | 0.0211 |
| repair buffers | 220 | 1820 | 0.219 |
| clock inverters | 1 | 5.00 | 0.000602 |
[timing repair]
action | 4_1_cts | 5_1_grt
resized | 127 | 23
endpoints found under the setup margin | 7 | 7
buffers inserted | 32 | 8
pin swaps | 45 | 24
[per-layer routing]
| layer | wire length [µm] | track usage | up-vias | part of all wire |
|---|---|---|---|---|
| met4 | 221 | 0.0347 | 0 | 0.015 |
| met3 | 687 | 0.0488 | 17 | 0.048 |
| met2 | 6440 | 0.394 | 108 | 0.45 |
| li1 | - | - | 2707 | - |
| met5 | 0 | 0 | - | 0 |
| met1 | 6950 | 0.411 | 2615 | 0.49 |
[power by group through the flow]
stage         Combinational, W  Clock [W]  Sequential, W
finish                0.000891   0.000409       0.000454
global route          0.000960   0.000437       0.000457
CTS                   0.000818   0.000419       0.000454
