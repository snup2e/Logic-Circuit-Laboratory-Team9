$ cat ./run.sh
#!/bin/bash
# OpenROAD 26Q1-2900-gdf79404cd8, Yosys 0.63+post, stock flow scripts
make -C /OpenROAD-flow-scripts/flow DESIGN_CONFIG=/design/flow/config.mk WORK_HOME=/design/flow/orfs finish
$ cat ./config.mk
export PLATFORM = sky130hd
export DESIGN_NAME = controller
export DESIGN_NICKNAME = controller
export VERILOG_FILES = /design/flow/design.v
export SDC_FILE = /design/flow/constraint.sdc
export NUM_CORES = 4
export LEC_CHECK = 1
export CORE_AREA = 10 10 130 130
export DIE_AREA = 0 0 140 140
$ cat ./constraint.sdc
current_design controller

set clk_period 2.3
set clk_io_pct 0.2

create_clock -name clk0 -period $clk_period [get_ports {clk}]

set non_clock_inputs [all_inputs -no_clocks]
set_input_delay [expr $clk_period * $clk_io_pct] -clock clk0 $non_clock_inputs
set_output_delay [expr $clk_period * $clk_io_pct] -clock clk0 [all_outputs]
$ cat ./design.v
`timescale 1ns / 1ps
module controller(
input clk, input rst,      
input [7:0] a11, a12, a13, a14, a21, a22, a23, a24, a31, a32, a33, a34, a41, a42, a43, a44,  
input [7:0] b11, b12, b13, b21, b22, b23, b31, b32, b33,  
output reg rst_memory, rst_PE, rst_3by3, rst_2by2, rst_display,  
output reg on_PE, on_3by3, on_2by2, on_display,  
output reg [7:0] A_PE, W_PE,  
output reg [7:0] A1_3by3, A2_3by3, A3_3by3, W1_3by3, W2_3by3, W3_3by3,  
output reg [7:0] A1_2by2, A2_2by2, W1_2by2, W2_2by2,  
output reg C11_PE, C12_PE, C21_PE, C22_PE, 
output reg C11_3by3, C12_3by3, C21_3by3, C22_3by3, 
output reg C11_2by2, C12_2by2, C21_2by2, C22_2by2  
    );
    reg [2:0] state;  
    reg [5:0] cnt_PE;
    reg [5:0] cnt_3by3;
    reg [5:0] cnt_2by2;
    parameter start = 0;  
    parameter initialize_module = 1;  
    parameter computation_PE = 2;  
    parameter computation_3by3_sa = 3;  
    parameter computation_2by2_sa = 4;  
    parameter display = 5;  
    always @ (posedge clk)
    begin
        if (rst)
            state <= start;
        else begin
            case (state)
                start              : state <= initialize_module;
                initialize_module  : state <= computation_PE;
                computation_PE     : begin
                if (cnt_PE == 48) state <= computation_3by3_sa;
                else cnt_PE <= cnt_PE + 1;
                end
                computation_3by3_sa: begin
                if (cnt_3by3 == 32) state <= computation_2by2_sa;
                else cnt_3by3 <= cnt_3by3 + 1;
                end
                computation_2by2_sa: begin
                if (cnt_2by2 == 8) state <= display;
                else cnt_2by2 <= cnt_2by2 + 1;
                end
            endcase
        end
     end
     always @ (posedge clk)
     begin
        case (state)
            start : begin  
                rst_memory <= 0; rst_PE <= 0; rst_3by3 <= 0; rst_2by2 <= 0; rst_display <= 0;
                on_PE <= 0; on_3by3 <= 0; on_2by2 <= 0; on_display <= 0;
                cnt_PE <= 0; cnt_3by3 <= 0; cnt_2by2 <= 0;     
                A_PE <= 0; W_PE <= 0;
                A1_3by3 <= 0; W1_3by3 <= 0; A2_3by3 <= 0; W2_3by3 <= 0; A3_3by3 <= 0; W3_3by3 <= 0;
                A1_2by2 <= 0; W1_2by2 <= 0; A2_2by2 <= 0; W2_2by2 <= 0;
                C11_PE <= 0; C12_PE <= 0;  C21_PE <= 0; C22_PE <= 0;
                C11_3by3 <= 0; C12_3by3 <= 0;  C21_3by3 <= 0; C22_3by3 <= 0;
                C11_2by2 <= 0; C12_2by2 <= 0;  C21_2by2 <= 0; C22_2by2 <= 0;
            end
            initialize_module : begin  
                rst_memory <= 1;
                rst_PE <= 1;
                rst_3by3 <= 1;
                rst_2by2 <= 1;
                rst_display <= 1;
            end
            computation_PE : begin  
                case (cnt_PE)
                0 : begin rst_memory <= 0; rst_PE <= 0; on_PE <= 1; end
                1 : begin A_PE <= a11 ; W_PE <= b33; end
                2 : begin A_PE <= a12 ; W_PE <= b32; end
                3 : begin A_PE <= a13 ; W_PE <= b31; end
                4 : begin A_PE <= a21 ; W_PE <= b23; end
                5 : begin A_PE <= a22 ; W_PE <= b22; end
                6 : begin A_PE <= a23 ; W_PE <= b21; end
                7 : begin A_PE <= a31 ; W_PE <= b13; end
                8 : begin A_PE <= a32 ; W_PE <= b12; end
                9 : begin A_PE <= a33 ; W_PE <= b11; end
               10 : begin A_PE <= 0 ; W_PE <= 0; C11_PE <= 1; end
               11 : begin C11_PE <= 0; rst_PE <= 1; end
               12 : begin rst_PE <= 0; end
               13 : begin A_PE <= a12 ; W_PE <= b33; end
               14 : begin A_PE <= a13 ; W_PE <= b32; end
               15 : begin A_PE <= a14 ; W_PE <= b31; end
               16 : begin A_PE <= a22 ; W_PE <= b23; end
               17 : begin A_PE <= a23 ; W_PE <= b22; end
               18 : begin A_PE <= a24 ; W_PE <= b21; end
               19 : begin A_PE <= a32 ; W_PE <= b13; end
               20 : begin A_PE <= a33 ; W_PE <= b12; end
               21 : begin A_PE <= a34 ; W_PE <= b11; end
               22 : begin A_PE <= 0 ; W_PE <= 0; C12_PE <= 1; end
               23 : begin C12_PE <= 0; rst_PE <= 1; end
               24 : begin rst_PE <= 0; end
               25 : begin A_PE <= a21 ; W_PE <= b33; end
               26 : begin A_PE <= a22 ; W_PE <= b32; end
               27 : begin A_PE <= a23 ; W_PE <= b31; end
               28 : begin A_PE <= a31 ; W_PE <= b23; end
               29 : begin A_PE <= a32 ; W_PE <= b22; end
               30 : begin A_PE <= a33 ; W_PE <= b21; end
               31 : begin A_PE <= a41 ; W_PE <= b13; end
               32 : begin A_PE <= a42 ; W_PE <= b12; end
               33 : begin A_PE <= a43 ; W_PE <= b11; end
               34 : begin A_PE <= 0 ; W_PE <= 0; C21_PE <= 1; end
               35 : begin C21_PE <= 0; rst_PE <= 1; end
               36 : begin rst_PE <= 0; end
               37 : begin A_PE <= a22 ; W_PE <= b33; end
               38 : begin A_PE <= a23 ; W_PE <= b32; end
               39 : begin A_PE <= a24 ; W_PE <= b31; end
               40 : begin A_PE <= a32 ; W_PE <= b23; end
               41 : begin A_PE <= a33 ; W_PE <= b22; end
               42 : begin A_PE <= a34 ; W_PE <= b21; end
               43 : begin A_PE <= a42 ; W_PE <= b13; end
               44 : begin A_PE <= a43 ; W_PE <= b12; end
               45 : begin A_PE <= a44 ; W_PE <= b11; end
               46 : begin A_PE <= 0 ; W_PE <= 0; C22_PE <= 1; end
               47 : begin C22_PE <= 0; rst_PE <= 1; on_PE <= 0; end           
                endcase
            end
            computation_3by3_sa : begin  
                case (cnt_3by3)
                0 : begin rst_3by3 <= 0; on_PE <= 1; on_3by3 <=1; end
                1 : begin A1_3by3 <= a24; A2_3by3 <= 0; A3_3by3 <= 0; end
                2 : begin A1_3by3 <= a23; A2_3by3 <= a34; A3_3by3 <= 0; end
                3 : begin A1_3by3 <= a22; A2_3by3 <= a33; A3_3by3 <= a44; end
                4 : begin A1_3by3 <= a21; A2_3by3 <= a32; A3_3by3 <= a43; end
                5 : begin A1_3by3 <= a14; A2_3by3 <= a31; A3_3by3 <= a42; C22_3by3 <= 1; end
                6 : begin A1_3by3 <= a13; A2_3by3 <= a24; A3_3by3 <= a41; C21_3by3 <= 1; C22_3by3 <= 0; end
                7 : begin A1_3by3 <= a12; A2_3by3 <= a23; A3_3by3 <= a34; C21_3by3 <= 0; end
                8 : begin A1_3by3 <= a11; A2_3by3 <= a22; A3_3by3 <= a31; end
                9 : begin A1_3by3 <= 0; A2_3by3 <= a21; A3_3by3 <= a32; C12_3by3 <= 1; end
               10 : begin A1_3by3 <= 0; A2_3by3 <= 0; A3_3by3 <= a31; C11_3by3 <= 1; C12_3by3 <= 0; end   
               11 : begin rst_3by3 <= 1; on_PE <= 0; on_3by3 <=0; C11_3by3 <= 0; end                                           
                endcase
            end
            computation_2by2_sa : begin  
                case (cnt_2by2)
                0 : begin rst_2by2 <= 0; on_PE <= 1; on_2by2 <=1; end
                1 : begin A1_2by2 <= 0; A2_2by2 <= 0; W1_3by3 <= 0; W2_3by3 <= 0; end
                2 : begin A1_2by2 <= 0; A2_2by2 <= 0; W1_3by3 <= 0; W2_3by3 <= 0; end
                3 : begin A1_2by2 <= 0; A2_2by2 <= 0; W1_3by3 <= 0; W2_3by3 <= 0; end
                4 : begin A1_2by2 <= 0; A2_2by2 <= 0; W1_3by3 <= 0; W2_3by3 <= 0; end
                5 : begin A1_2by2 <= 0; A2_2by2 <= 0; W1_3by3 <= 0; W2_3by3 <= 0; end
                7 : begin A1_2by2 <= 0; A2_2by2 <= 0; W1_3by3 <= 0; W2_3by3 <= 0; C11_2by2 <= 0; rst_2by2 <= 1; end
                endcase
            end
            display : begin  
                on_display <= 1;
            end
        endcase
    end
endmodule
==> results.sh <==
# physical design summary
export IMPL_outcome="finished clean"
export IMPL_holdBufCountCts=0
export IMPL_cp_end_kind="primary output"
export IMPL_die_area_um2=19600
export IMPL_warnings=225
export IMPL_drt_wl_total_mm=2.25
export IMPL_numSynthFlops=14
export IMPL_peakVddDrop_mv=0.172
export IMPL_regArea_um2=360
export IMPL_drt_wirelength_per_cell_um=6.77
export IMPL_critPathLaunch="rst_2by2"
export IMPL_area_growth_pct=-1.36
export IMPL_io_pins=319
export IMPL_fin_hold_ws_ps=437
export IMPL_p_leak_nw=0.604
export IMPL_layout_area_comb_um2=510
export IMPL_htree_levels=1
export IMPL_cp_arrival_ps=1070
export IMPL_critical_path_top_delay_family="buffers and inverters"
export IMPL_synth_cells=142
export IMPL_antenna_found_initial=0
export IMPL_yosysChipArea_um2=1290
export IMPL_critPathMaxFanout=1
export IMPL_required_ps=1840
export IMPL_yosys_cells=142
export IMPL_rr_worst_depth=1
export IMPL_n_fill_cell=1642
export IMPL_worstSetupEndpoint="rst_2by2"
export IMPL_ant_nets=0
export IMPL_final_common_cell="conb_1"
export IMPL_die_x_um=140
export IMPL_fin_worst_skew_ps=3.64
export IMPL_layout_drive_gt1_share_pct=5.88
export IMPL_rr_endpoint="on_PE"
export IMPL_r2r_start="state[0]"
export IMPL_cts_inserted_buffers=3
export IMPL_cap_violations=0
export IMPL_fin_cells=333
export IMPL_port_buffers=10
export IMPL_crit_buf_inv=1
export IMPL_dp_cells=329
export IMPL_clock_fmax_ghz=0.654
export IMPL_drt_iter0_markers=5
export IMPL_final_area_um2=1270
export IMPL_startpoint_type="register"
export IMPL_max_stage_delay_ps=510
export IMPL_worst_path_stages=1
export IMPL_syn_area_um2=1290
export IMPL_tns_ps=0
export IMPL_crit_path_cell_trace="clkdlybuf4s50_1"
export IMPL_dpl_cell_area_um2=1200
export IMPL_lay_top_cells="conb_1, clkdlybuf4s50_1, edfxtp_1, dfxtp_1"
export IMPL_timing_hold_violations_final=0
export IMPL_vias=534
export IMPL_p_per_area_nw_per_um2=513
export IMPL_clock_path_buffers=2
export IMPL_finalSetupViolCount=0
export IMPL_slowest_stage="clkdlybuf4s50_1"
export IMPL_rsz0062_at_grt="false"
export IMPL_cts_resized_gates=0
export IMPL_cts_root_buf="clkbuf_16"
export IMPL_p_total_uw=654
export IMPL_clk_latency_ps=240
export IMPL_drc=0
export IMPL_num_rows=43
export IMPL_cts_tree="yes"
export IMPL_rrSetupSlack_ps=1120
export IMPL_cts_setup_buffers=0
export IMPL_grt_max_degree=13
export IMPL_finalCritPeriodShare_pct=66.5
export IMPL_dp_final_hpwl_mm=2.00
export IMPL_die_h_um=140
export IMPL_core_area_um2=14000
export IMPL_drtPass1Iterations=2
export IMPL_ys_warn_count=37
export IMPL_grt_overflow_total=0
export IMPL_fp_util_pct=9.24
export IMPL_hold_class="register to register"
export IMPL_yosysUniqueCellTypes=12
export IMPL_final_max_slew_viol_count=0
export IMPL_clkSinkCount=14
export IMPL_grtUsageTotal_pct=1.84
export IMPL_syn_area_per_cell_um2=9.10
export IMPL_critPathKind="register to primary output"
export IMPL_place_congestion=0.693
export IMPL_grt_pass1_wl_mm=3.15
export IMPL_period_minus_slack_ps=1530
export IMPL_diodes=0
export IMPL_grt_pass1_vias=686
export IMPL_vias_per_cell=1.60
export IMPL_cts_clk_slew_worst_paths_ps=50
export IMPL_postSynthSeqShare_pct=27.9
## worst min-delay path by stage
stage	from	end	slack, ps	depth (start not counted)
finish	state[4]	on_display	440	0
global route	state[4]	on_display	460	0
CTS	state[4]	on_display	440	0
## flip-flops by register name, summed over array words and instances (netlist names)
| register | count |
|---|---|
| on_3by3 | 1 |
| rst_3by3 | 1 |
| rst_PE | 1 |
| on_2by2 | 1 |
| on_PE | 1 |
| rst_display | 1 |
| on_display | 1 |
| rst_2by2 | 1 |
| state | 6 |
## per-layer routing
metal	wire, um	global-route usage, %	vias to the layer above
li1	-	-	244
met1	927	2.14	230
met2	1100	3.02	58
met3	201	0.857	2
met4	21	0.380	0
met5	0	0	-
## power by group
group          total [mW]  internal [mW]  switching [mW]
Clock               0.320          0.229          0.0907
Sequential          0.287          0.279         0.00718
Combinational      0.0475         0.0266          0.0209
## cell type report
class                   instances  area share (%)
clock inverters                 1           0.294
repair buffers                 10            7.85
multi-input cells             125            40.0
well taps                     180            17.7
clock buffers                   3            5.89
flip-flops and latches         14            28.3
## kinds of logic after synthesis
kind of cell,after synthesis,share of synthesized area [%]
AOI/OAI and AO/OA,1,0.774
buffers and inverters,110,63.7
DFF,14,27.9
other,1,0.290
and+or+nand+nor,16,7.36
## synth_stat cells
library cell  instances  area share, %
o21ba_2               1           0.77
clkbuf_2              1           0.39
buf_4               109             63
or3_2                 1           0.58
nor2_1                3           0.87
or3_1                 3            1.5
dfxtp_1               6            9.3
conb_1                1           0.29
or2_2                 4            1.9
edfxtp_1              8             19
nor2b_1               4            1.9
or4_1                 1           0.58
## through the flow
step | setup WS [ps] | utilization (%)
floorplan | 1220 | -
global placement | 963 | 8.55
detailed placement | 953 | 8.55
CTS | 729 | 9.11
global route | 694 | 9.11
finish | 770 | 9.11
Power and IR drop assume default switching activity.
